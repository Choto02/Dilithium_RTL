## flow/run.sh

```bash
#!/bin/bash
# OpenROAD 26Q1-2900-gdf79404cd8, Yosys 0.63+post, stock flow scripts
make -C /OpenROAD-flow-scripts/flow DESIGN_CONFIG=/design/flow/config.mk WORK_HOME=/design/flow/orfs finish
```

## flow/design.v

```verilog
module ExpandA_FSM (
    input clk,
    input rst_n,
    input start_expandA,
    input done_rej,
    input [23:0] z_out,
    input z_valid,
    output reg done_expandA,
    output reg [7:0]   i,          
    output reg [7:0]   j,     
    output reg start_rej,
    output reg [15:0] A,
    output reg [23:0] D,
    output reg WEB
);
    localparam IDLE  = 3'b000;
    localparam LOAD  = 3'b001;   
    localparam PROC  = 3'b010;   
    localparam DONE  = 3'b011;
    wire [1:0] ML_DSA_level;
    reg [2:0] current_state, next_state;
    reg [15:0] address_counter;
    assign ML_DSA_level = 2'h1;  
    always @(posedge clk or negedge rst_n) begin
        if (!rst_n)
            current_state <= IDLE;
        else
            current_state <= next_state;
    end
    always @(*) begin
        case (current_state)
            IDLE:  next_state = start_expandA ? LOAD : IDLE;
            LOAD:  next_state = PROC;
            PROC:  next_state = done_expandA ? DONE : done_rej ? LOAD : PROC;
            DONE:  next_state = IDLE;
            default: next_state = IDLE;
        endcase
    end
    always @(posedge clk or negedge rst_n) begin
    if (!rst_n) begin
            done_expandA <= 0;
            i <= 0;
            j <= 0;   
            start_rej <= 0;
            A <= 0;
            D <= 0;
            WEB <= 1;
            address_counter <= 0;
    end else begin
        case (current_state)
            IDLE: begin
                done_expandA <= 0;
                i <= 0;
                j <= 0;
                start_rej <= 0;
                WEB <= 1;
                address_counter <= 0;
            end
            LOAD: begin
                start_rej <= 1;
            end
            PROC: begin
                start_rej <= 0;
                if (z_valid) begin
                    A <= address_counter;
                    D <= z_out;
                    WEB <= 0;
                    address_counter <= address_counter + 1;
                end
                else begin
                    WEB <= 1;
                end
                if (z_valid && (address_counter == 255  || address_counter == 511  || address_counter == 767  ||
                    address_counter == 1279 || address_counter == 1535 || address_counter == 1791 ||
                    address_counter == 2303 || address_counter == 2559 || address_counter == 2815 ||
                    address_counter == 3327 || address_counter == 3583 || address_counter == 3839))
                begin
                    i <= i + 1;
                end
                if (address_counter == 1023  || address_counter == 2047 || address_counter == 3071)
                begin
                    j <= j + 1;
                    i <= 0;
                end
                if (address_counter == 4096)
                begin
                    done_expandA <= 1;
                end
            end
            DONE: begin
                done_expandA <= 0;
            end
            default: begin
                done_expandA <= 0;
                i <= 0;
                j <= 0;   
                start_rej <= 0;
                A <= 0;
                D <= 0;
                WEB <= 1;
                address_counter <= 0;
            end
        endcase
    end
end
endmodule
```

## flow/constraint.sdc

```tcl
current_design ExpandA_FSM

set clk_period 4.4
set clk_io_pct 0.2

create_clock -name clk0 -period $clk_period [get_ports {clk}]

set non_clock_inputs [all_inputs -no_clocks]
set_input_delay [expr $clk_period * $clk_io_pct] -clock clk0 $non_clock_inputs
set_output_delay [expr $clk_period * $clk_io_pct] -clock clk0 [all_outputs]
```

## flow/config.mk

```make
export PLATFORM = sky130hd
export DESIGN_NAME = ExpandA_FSM
export DESIGN_NICKNAME = ExpandA_FSM
export VERILOG_FILES = /design/flow/design.v
export SDC_FILE = /design/flow/constraint.sdc
export NUM_CORES = 4
export LEC_CHECK = 1
export CORE_UTILIZATION = 40
```

==> run summary <==
fresh numbers from the pnr run: outcome finished, final reports clean, Root Buffer clkbuf_8, yosys stat area 0.003618 sq mm, Final min period 2.655 ns, FMAX 376.6 MHz, CP Max Fanout 50, CP arrival 2.90 ns, critical path type in2reg, Area after DPL 0.004569 sq mm, CP startpoint z_valid, worst vdd ir 0.1578 mV, I/O pins 88, Starting DRT DRC Count 117, RSZ-0062 raised after global routing false, CTS resizes 0, Antenna diodes 0, Crit-path slowest cell clkdlybuf4s50_1, Post-synth ARST share 100.0%, total die area 0.009430 sq mm, fin crit share 60.34%, die height 97.11 um, initial antenna violation count 0, Sequential Area 0.001979 sq mm, IO buf count 87, Pleak 1.954 nW, HP Start D[8], GR Overflow Total 0, Initial Utilization 41.49%, gr usage total 18.42%, start of the worst register-to-register path current_state[1], row count 34, Min-Delay Path Class reg2reg, WL/cell 13.69 um, Post-Syn Area per Cell 9.374 sq um, Design Area, Final 0.004776 sq mm, clk latency late pin 0.34 ns, final wirelength 7.951 mm, clock transition at the registers of the reported paths 0.08 ns, Residual DRC 0, slew margin rel. 57.24%, crit path cell chain clkdlybuf4s50_1 > inv_1 > a21oi_1 > nand2b_2 > buf_4 > o31ai_1, P per Cell Area 345.6 mW/mm^2, filler instances 768, sequential element share of the synthesized area 54.70%, vias per cell 5.029, Gate Area 0.001519 sq mm, number of global-route vias before repair 2799, # clock sinks 79, CTS tree done, Log Warnings 26, Yosys warning total 1, Setup Skew 0.008227 ns, # Cells Yosys 386, Post-CTS Setup Bufs 0, post-synthesis cell area 0.003618 sq mm, Synth Instances 386, CP required 4.65 ns, first-pass detailed-route iteration total 4, clock tree buffer depth 2, growth of design area from synthesis to finish 31.98%, die x size 97.11 um, synthesized flop and latch total 79, crit start category input pin, DP HPWL 5.438 mm, Core ar. 0.008721 sq mm, Hold Buf Count CTS 0, antenna violation net count after detailed routing 0, Fin Setup TNS 0 ns, Post-synth EDFFs 0, layout cells sized above 1 6.765%, crit path buf inv count 3, Crit path largest cell delay 0.52 ns, Critical Path End Type register, synth unique cells 46, H-tree lvl count 3, max_cap viols 0, total clock buffers created by CTS 9, CP delay by family, top buffers and inverters, ys flop type dfrtp_1, Final setup violation count 0, DR vias 2922, Fin. Hold Viols 0, gpl congestion 0.9187, Slew Limit Fails 0, largest net degree at the start of global routing 52, first-pass GRT wire length 13.86 mm, Worst Tran Pin Value 0.6413 ns
[state kept, by name, indices dropped and copies added, names as in the netlist]
| register | count |
|---|---|
| i | 8 |
| current_state | 4 |
| address_counter | 16 |
| start_rej | 1 |
| D | 24 |
| j | 8 |
| A | 16 |
| done_expandA | 1 |
| WEB | 1 |
[worst min-delay path: cells and delay by family, from the launching register on]
family             cells  cell delay (ns)
DFF                    1             0.35
AOI/OAI and AO/OA      1             0.06
and+or+nand+nor        1             0.05
[synthesized netlist by cell type, types with 4 or more instances]
| master | number | area (sq um) |
|---|---|---|
| dfrtp_1 | 77 | 1927 |
| nor2_1 | 25 | 93.84 |
| nand3_1 | 14 | 70.07 |
| a21oi_1 | 7 | 35.03 |
| nand4_1 | 10 | 62.56 |
| inv_1 | 10 | 37.54 |
| and2_1 | 4 | 25.02 |
| nor3_1 | 10 | 50.05 |
| ha_1 | 4 | 50.05 |
| nand2_1 | 95 | 356.6 |
| xnor2_1 | 9 | 78.83 |
| clkbuf_1 | 17 | 63.81 |
| or3_1 | 5 | 31.28 |
| o31ai_1 | 4 | 30.03 |
| xor2_1 | 8 | 70.07 |
| o21ai_0 | 45 | 225.2 |
[per-stage QoR]
stage | utilization [%] | hold WS (ns) | std cells | setup slack, ns | total power, mW
after floorplan | - | 0.4241 | 386 | 2.345 | 0.9560
after global routing | 54.76 | 0.5116 | 581 | 1.478 | 1.751
after global placement | 52.40 | 0.4609 | 565 | 1.446 | 1.122
after detailed placement | 52.40 | 0.4686 | 565 | 1.374 | 1.128
after CTS | 54.76 | 0.4890 | 581 | 1.741 | 1.680
final | 54.76 | 0.4826 | 581 | 1.745 | 1.651
[power breakdown]
group	leakage (nW)	total, mW	internal, mW	switching, mW
registers	1.08	0.814	0.777	0.0378
logic	0.767	0.292	0.138	0.154
clock network	0.103	0.544	0.281	0.264
total	1.95	1.65	1.19	0.456
[worst paths after layout]
| kind | cells after the start | slack (ns) | to |
|---|---|---|---|
| hold reg to reg | 2 | 0.48 | D[8] |
| setup / recovery | 6 | 1.74 | A[0] |
| min in group asynchronous | 1 | 0.56 | j[6] |
| hold / removal | 2 | 0.48 | D[8] |
| setup reg to reg | 5 | 1.84 | D[3] |
| max in group asynchronous | 2 | 3.02 | A[12] |
[routing by layer]
layer | track usage (%) | vias up | routed length (um)
met5 | 0 | - | 0
met4 | 2.870 | 0 | 77
met3 | 3.001 | 7 | 340
met2 | 25.62 | 81 | 3347
met1 | 32.35 | 1346 | 4185
li1 | - | 1488 | -
[placed cells by master, fill, tap and decap left out, types with 3 or more instances in the layout]
| cell | n |
|---|---|
| inv_1 | 10 |
| nand3_1 | 14 |
| nand2_1 | 95 |
| dfrtp_1 | 77 |
| a21oi_1 | 7 |
| nor3_1 | 10 |
| o31ai_1 | 4 |
| buf_4 | 5 |
| xor2_1 | 8 |
| nor2_1 | 25 |
| o21ai_0 | 45 |
| clkdlybuf4s50_1 | 86 |
| ha_1 | 4 |
| nand4_1 | 10 |
| and2_1 | 4 |
| and3_1 | 3 |
| xnor2_1 | 9 |
| or3_1 | 5 |
| clkbuf_8 | 10 |
| mux2i_1 | 3 |
[final cells by class]
cell class                      instances  area share [%]
Multi-Input combinational cell        277           31.81
Timing Repair Buffer                   91           18.81
Clock buffer                           10           2.882
Tap cell                              108           2.829
Inverter                               10          0.7860
Clock inverter                          6           1.441
Sequential cell                        79           41.45
[cell families (layout without fill, tap and decap cells)]
group	count (synthesis)	after routing	share of synthesized area [%]
mux	5	5	1.452
flops	79	79	54.70
compound gates	70	70	11.76
simple gates	181	181	23.20
fa+ha+maj	4	4	1.383
buf+inv	30	117	3.389
xor+xnor	17	17	4.115
Power and IR drop assume default switching activity.
