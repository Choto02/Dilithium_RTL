===== ./design.v =====
module CoeffFromThreeBytes (
    input [23:0] b0b1b2,        
    output [23:0] z   
);
    wire [7:0] b0, b1, b2prime_ori, b2prime_new;
    wire [24:0] zprime;
    assign b0 = b0b1b2[23:16];
    assign b1 = b0b1b2[15:8];
    assign b2prime_ori = b0b1b2[7:0];
    assign zprime = b0b1b2 & 24'h7FFFFF;
    assign z = (zprime < 24'd8380417) ? zprime : 24'd8380417;  
endmodule

===== ./run.sh =====
#!/bin/bash
# OpenROAD 26Q1-2900-gdf79404cd8, Yosys 0.63+post, stock flow scripts
make -C /OpenROAD-flow-scripts/flow DESIGN_CONFIG=/design/flow/config.mk WORK_HOME=/design/flow/orfs finish

===== ./config.mk =====
export PLATFORM = sky130hd
export DESIGN_NAME = CoeffFromThreeBytes
export DESIGN_NICKNAME = CoeffFromThreeBytes
export VERILOG_FILES = /design/flow/design.v
export SDC_FILE = /design/flow/constraint.sdc
export NUM_CORES = 4
export LEC_CHECK = 1
export CORE_AREA = 10 10 70 70
export DIE_AREA = 0 0 80 80

===== ./constraint.sdc =====
current_design CoeffFromThreeBytes

set clk_period 2.4
set clk_io_pct 0.2

create_clock -name clk0 -period $clk_period

set non_clock_inputs [all_inputs -no_clocks]
set_input_delay [expr $clk_period * $clk_io_pct] -clock clk0 $non_clock_inputs
set_output_delay [expr $clk_period * $clk_io_pct] -clock clk0 [all_outputs]

==> run notes <==
Results of the implementation run.

Averaged over all synthesized cells, the footprint is 6.29 µm². The cell count in the Yosys report is 35. The logic gate share of total power came out at 100.0%. Summed over all instances, the cell type with the most area after synthesis is sky130_fd_sc_hd__a21boi_1. The worst min-delay path class is primary input to output pin. Post-synthesis, Yosys gives the total cell area as 220 µm². The total buffers and inverters traversed by the critical path came out at 3. The count of max-cap constraint violations is 0.

The proportion of synthesized chip area in sequential cells is 0%. After filler insertion, the fill cell instance count of the layout stands at 377. The via count of the first global-routing pass is 420. Synthesis produced 35 cells. The placement row count came out at 21. The global-route usage over all layers came out at 3.95%. The fraction of met3 tracks used by global routing is 1.14%.

The post-detailed-route DRC marker count came out at 0. The number of warnings reported in the yosys synthesis log came out at 0. The horizontal die dimension is 80 µm. The final layout contains a sequential cell count of 0.

The setup-violating endpoint count in the final report is 0. Counting endpoints that fail hold in the final report gives 0. The final routed wire length divided by cell count is 11.7 µm. The layout overhead on the synthesized area came out at 231%. The overall chip area is 6400 µm². The number of warnings the tools reported came out at 33. The most common cell type on the critical path is sky130_fd_sc_hd__dlygate4sd2_1. The number of vias in the routed layout is 408. The combinational gate area is 173 µm². The report lists the cells along the critical path as dlygate4sd2_1 -> nor4_2 -> nand4_2 -> buf_4 -> a21boi_1 -> dlygate4sd2_1.

The final cell count without fillers is 124. The endpoint arrival time on the critical path is 1800 ps. STA shows the worst min-delay path finishing at z[3]. Entering global routing, the biggest net connects 7 pins. The shortest clock period the worst path allows after layout came out at 2280 ps. The detail route stage leaves a number of antenna-violating nets equal to 0. In this run the count of I/O pins placed on the die edge is 48. The area fraction of the dominant cell type after synthesis came out at 23.9%. At the end of the flow the core is filled with cells to 21.3%. In the final layout, flip-flops and latches occupy 0 µm². The slowest stage of the critical path belongs to the cell sky130_fd_sc_hd__nor4_2. The cell count after placement came out at 116. Setup repair after global routing left no endpoint under its margin. Per the detail_route report, vias per standard cell equal 3.29. The first global-routing pass estimated 2150 µm of wire. The run finished with clean final reports. The flow reports that sequential cells draw 0% of the design power. The total power divided by cell area is 101 nW/µm². For this run, the slowest stage of the critical path takes 320 ps. The global routing usage on met2 came out at 7.22%. The total routed wirelength is 1450 µm.

The post-route fraction of the period consumed by the critical path came out at 95.1%. The worst-case vdd ir drop came out at 0.0173 mV. The internal power component came out at 54.9 µW. The layout clock buffer count came out at 0. The power spent charging and discharging nets is 18.4 µW.

After global routing the overflow that remains totals 0. STA lists the startpoint of the worst hold path as b0b1b2[3]. The total count of max-transition violations in the final report is 0. The largest fanout on the critical path is 5. The standby leakage power is 0.000327 µW. The number of antenna violations at the first check in global routing came out at 0. The worst endpoint required time is 1920 ps. The cell family contributing the most delay on the critical path is buffers and inverters. The quantity of hold-fixing buffers added after cts is 0. Setup slack closes at 117 ps.

The first detailed-routing pass ran for 3 iterations. The number of input and output port buffers inserted came out at 46. The vertical extent of the die came out at 80 µm.

The met1 capacity usage during global routing is 4.68%. The count of cells along the worst hold path is 3. The fraction of layout instances using a drive strength above 1 came out at 20.5%. Yosys mapped the design onto 13 distinct sky130hd cell types. The clock share of power came out at 0%.

Antenna repair during routing inserted a diode count of 0. The detailed router finished its first iteration with 16 violations. The maximum clock frequency came out at 438 MHz. The peak-usage layer in the global routing report is met2. The worst setup path is of the primary input to output pin kind. The pre-CTS setup slack came out at -316 ps. The area of the core is 3420 µm². Yosys attributes the largest share of cell area to sky130_fd_sc_hd__a21boi_1 24%, sky130_fd_sc_hd__clkbuf_1 17%, sky130_fd_sc_hd__nor2b_1 14%. The endpoint type of the worst setup path is an output pin. The initial core utilization is 6.45%. STA classifies the critical path startpoint as a primary input. In this run the cell area of the synthesized design comes to 220 µm². The global placement routability congestion came out at 0.748. Switching power as a fraction of the total was reported as 25.1%.
metal layers:
| metal | vias up | wire [µm] | part of all wire [%] |
|---|---|---|---|
| li1 | 203 | - | - |
| met1 | 182 | 548 | 38 |
| met2 | 23 | 693 | 48 |
| met3 | 0 | 203 | 14 |
| met4 | 0 | 0 | 0 |
| met5 | - | 0 | 0 |
metrics by stage:
step	area, µm²	hold WS (ps)	total power (µW)	setup TNS (ps)
after floorplan	220	1000	13.9	0
after global placement	693	1790	91.5	-2170
after detailed placement	693	1790	91.5	-2390
after CTS	721	1440	75.4	0
after global routing	728	1450	80.9	0
final	728	1440	73.3	0
cell families (layout without fill, tap and decap cells):
| logic type | after synthesis | count (layout) | share of synthesized area [%] |
|---|---|---|---|
| compound gates | 8 | 8 | 27.3 |
| buf+inv | 12 | 55 | 23.9 |
| other cells | 1 | 1 | 1.70 |
| simple gates | 14 | 14 | 47.2 |
cell usage in the layout (no fill, tap or decap):
cell type	count
sky130_fd_sc_hd__clkdlybuf4s50_1	18
sky130_fd_sc_hd__buf_2	3
sky130_fd_sc_hd__nand4_2	1
sky130_fd_sc_hd__buf_6	4
sky130_fd_sc_hd__nor3_2	2
sky130_fd_sc_hd__conb_1	1
sky130_fd_sc_hd__nor4_2	2
sky130_fd_sc_hd__buf_4	4
sky130_fd_sc_hd__a21o_1	1
sky130_fd_sc_hd__nor2b_1	5
sky130_fd_sc_hd__a21boi_1	7
sky130_fd_sc_hd__nor2_1	1
sky130_fd_sc_hd__nand2_1	1
sky130_fd_sc_hd__nand4_1	2
sky130_fd_sc_hd__dlygate4sd2_1	26
cells in the mapped netlist:
| cell | n |
|---|---|
| sky130_fd_sc_hd__conb_1 | 1 |
| sky130_fd_sc_hd__buf_4 | 2 |
| sky130_fd_sc_hd__nor3_1 | 1 |
| sky130_fd_sc_hd__nor4_2 | 2 |
| sky130_fd_sc_hd__nand4_2 | 1 |
| sky130_fd_sc_hd__nor2_1 | 1 |
| sky130_fd_sc_hd__nand2_1 | 1 |
| sky130_fd_sc_hd__a21boi_1 | 7 |
| sky130_fd_sc_hd__a21o_1 | 1 |
| sky130_fd_sc_hd__clkbuf_1 | 10 |
| sky130_fd_sc_hd__nor2b_1 | 5 |
| sky130_fd_sc_hd__nand4_1 | 2 |
| sky130_fd_sc_hd__nor3_2 | 1 |
repair_timing:
item | CTS | global route
gates resized | 37 | 0
gates cloned | 1 | 0
buffers inserted | 6 | 1
pin swaps | 14 | 1
setup endpoints to repair | 13 | 3
power groups by stage:
stage | Combinational [µW] | Clock, µW | Sequential, µW
finish | 73.3 | 0 | 0
global route | 80.9 | 0 | 0
CTS | 75.4 | 0 | 0
final cells by class:
type                       instances  area share (%)
timing repair buffer              55            68.4
tap                               46            7.90
multi-input combinational         23            23.7
worst max-delay path by stage:
stage | from | endpoint | cells after the start
6_report | b0b1b2[0] | z[4] | 6
4_1_cts | b0b1b2[0] | z[9] | 6
5_1_grt | b0b1b2[1] | z[4] | 6
No activity file was given, so power comes from the tool's default toggle rates.
